### design/flow/config.mk
export PLATFORM = sky130hd
export DESIGN_NAME = ber_top
export DESIGN_NICKNAME = ber_top
export VERILOG_FILES = /design/flow/design.v
export SDC_FILE = /design/flow/constraint.sdc
export NUM_CORES = 4
export LEC_CHECK = 1
export CORE_UTILIZATION = 50
### design/flow/constraint.sdc
current_design ber_top

set clk_period 110.9
set clk_io_pct 0.2

create_clock -name clk0 -period $clk_period [get_ports {clk}]

set non_clock_inputs [all_inputs -no_clocks]
set_input_delay [expr $clk_period * $clk_io_pct] -clock clk0 $non_clock_inputs
set_output_delay [expr $clk_period * $clk_io_pct] -clock clk0 [all_outputs]
### design/flow/design.v
`timescale 1ns/1ps
module ber_control #(
  parameter PRBS_MAX_CYCLES = 511                ,
  parameter START_SYN       = PRBS_MAX_CYCLES*690,  
  parameter START_CNT       = START_SYN + 511*511   
)
(
  output o_start_synchro          ,
  output o_prbs_cmp_curr_addr_done,
  output o_start_ber_counter      ,
  input  i_ctrl                   , 
  input  i_en_rx                  , 
  input  i_reset                  , 
  input  clk       
);
  localparam COUNTER_BITS    = $clog2(START_CNT)      ;
  localparam PRBS_CYCLE_BITS = $clog2(PRBS_MAX_CYCLES);
  reg [   COUNTER_BITS-1:0] r_counter    ;
  reg [PRBS_CYCLE_BITS-1:0] r_prbs_cycles;
  always @(posedge clk) begin: control
    if (i_reset==1'b1 || i_en_rx==1'b0) begin
        r_counter     <= {COUNTER_BITS{1'b0}}   ;
        r_prbs_cycles <= {PRBS_CYCLE_BITS{1'b0}};
    end
    else begin
        if (i_ctrl==1'b1) begin
            if (r_counter<START_SYN) begin
                r_counter <= r_counter + { {(COUNTER_BITS-1){1'b0}} , 1'b1 };
                r_prbs_cycles <= {PRBS_CYCLE_BITS{1'b0}};
            end
            else if (r_counter<START_CNT) begin
                r_counter <= r_counter + { {(COUNTER_BITS-1){1'b0}} , 1'b1 };
                if (r_prbs_cycles<PRBS_MAX_CYCLES-1) begin
                    r_prbs_cycles <= r_prbs_cycles + { {(PRBS_CYCLE_BITS-1){1'b0}} , 1'b1 };
                end
                else begin
                    r_prbs_cycles <= {PRBS_CYCLE_BITS{1'b0}};
                end
            end
            else begin
                r_counter     <= r_counter;
                r_prbs_cycles <= r_prbs_cycles;
            end
        end
        else begin
            r_counter     <= r_counter;
            r_prbs_cycles <= r_prbs_cycles;
        end
    end
  end  
  assign o_start_synchro           = (r_counter>=START_SYN && r_counter<START_CNT) ? 1'b1 : 1'b0;
  assign o_prbs_cmp_curr_addr_done = (r_prbs_cycles==PRBS_MAX_CYCLES-1) ? 1'b1 : 1'b0           ;
  assign o_start_ber_counter       = (r_counter>=START_CNT) ? 1'b1 : 1'b0                       ;
 endmodule
`timescale 1ns/1ps
module ber_counter #(
  parameter PRBS_MAX_CYCLES = 511
)
(
  output [63:0] o_accum_err       ,
  output [63:0] o_accum_tot       ,
  output o_sync_done_led          ,
  output o_ber_ok_led             ,
  input  i_ctrl                   ,
  input  i_rx_bit                 ,
  input  i_new_bit_from_prbs      ,
  input  i_synchro_en             ,
  input  i_prbs_cmp_curr_addr_done,
  input  i_ber_counter_en         ,
  input  i_en_rx                  , 
  input  i_reset                  , 
  input  clk  
);
  localparam PRBS_CYCLE_BITS = $clog2(PRBS_MAX_CYCLES);
  reg [PRBS_MAX_CYCLES-1:0] r_shifter  ;  
  reg [               63:0] r_accum_err;  
  reg [               63:0] r_accum_tot;  
  reg [PRBS_CYCLE_BITS-1:0] r_error_min;  
  reg [PRBS_CYCLE_BITS-1:0] r_idx      ;  
  reg [PRBS_CYCLE_BITS-1:0] r_lat      ;  
  always @(posedge clk) begin
    if (i_reset==1'b1 || i_en_rx==1'b0) begin
        r_shifter    <= {PRBS_MAX_CYCLES{1'b0}};
        r_accum_err  <= {64{1'b0}}             ;
        r_accum_tot  <= {64{1'b0}}             ;
        r_error_min  <= PRBS_MAX_CYCLES        ;
        r_idx        <= {PRBS_CYCLE_BITS{1'b0}};
        r_lat        <= {PRBS_CYCLE_BITS{1'b0}};
    end
    else begin
        if (i_ctrl==1'b1) begin
            if (i_synchro_en==1'b1) begin
                r_shifter   <= {r_shifter[PRBS_MAX_CYCLES-2:0] , i_new_bit_from_prbs};
                r_accum_tot <= {64{1'b0}}                                            ;
                if (i_prbs_cmp_curr_addr_done!=1'b1) begin
                    r_accum_err <= r_accum_err + {{63'b0} , (r_shifter[r_idx]^i_rx_bit)};
                    r_error_min <= r_error_min;
                    r_lat       <= r_lat      ;
                    r_idx       <= r_idx      ;
                end
                else begin
                      if (r_accum_err[(PRBS_CYCLE_BITS-1) -: PRBS_CYCLE_BITS] < r_error_min) begin
                          r_error_min <= r_accum_err[(PRBS_CYCLE_BITS-1) -: PRBS_CYCLE_BITS];
                          r_lat       <= r_idx                                              ;
                      end
                      else begin
                          r_error_min <= r_error_min;
                          r_lat       <= r_lat      ;
                      end
                      r_idx       <= r_idx + {{(PRBS_CYCLE_BITS-1){1'b0}} , 1'b1};
                      r_accum_err <= {64{1'b0}}                                  ;
                end
            end
            else if (i_ber_counter_en==1'b1) begin
                r_shifter   <= {r_shifter[PRBS_MAX_CYCLES-2:0] , i_new_bit_from_prbs};
                r_accum_err <= r_accum_err + {{63{1'b0}} , (r_shifter[r_lat]^i_rx_bit)};
                r_accum_tot <= r_accum_tot + {{63{1'b0}} , 1'b1}                       ;
                r_error_min <= r_error_min;
                r_idx       <= r_idx      ;
                r_lat       <= r_lat      ;
            end
            else begin
                r_shifter   <= r_shifter  ;
                r_accum_err <= r_accum_err;
                r_accum_tot <= r_accum_tot;
                r_error_min <= r_error_min;
                r_idx       <= r_idx      ;
                r_lat       <= r_lat      ;
            end
        end
        else begin
            r_shifter   <= r_shifter  ;
            r_accum_err <= r_accum_err;
            r_accum_tot <= r_accum_tot;
            r_error_min <= r_error_min;
            r_idx       <= r_idx      ;
            r_lat       <= r_lat      ;
        end
    end
  end
  assign o_sync_done_led = i_ber_counter_en; 
  assign o_ber_ok_led    = (50*r_accum_err < r_accum_tot) ? 1'b1 : 1'b0 ;
  assign o_accum_err  = r_accum_err                                  ;
  assign o_accum_tot  = r_accum_tot                                  ;
endmodule
`timescale 1ns/1ps
module ber_top #(
  parameter PRBS_SEED_I     = 9'h1AA             ,
  parameter PRBS_SEED_Q     = 9'h1FE             ,
  parameter PRBS_MAX_CYCLES = 511                ,
  parameter START_SYN       = PRBS_MAX_CYCLES*690,
  parameter START_CNT       = START_SYN + 511*511
)
(
  output [63:0] o_accum_err_I ,
  output [63:0] o_accum_tot_I ,
  output [63:0] o_accum_err_Q ,
  output [63:0] o_accum_tot_Q ,
  output o_sync_done_I ,
  output o_sync_done_Q ,
  output o_ber_ok_led_I,
  output o_ber_ok_led_Q,
  input  i_rx_bit_I    ,
  input  i_rx_bit_Q    ,
  input  i_en_rate1    , 
  input  i_en_rx       , 
  input  i_reset       , 
  input  clk       
);
  wire w_start_sync       ;
  wire w_prbs_cmp_done    ;
  wire w_start_ber_count  ;
  wire w_prbs_ctrl        ;
  wire w_prbsI_bit_to_berI;
  wire w_prbsQ_bit_to_berQ;
  wire w_sync_done_I      ;
  wire w_sync_done_Q      ;
  wire w_ber_ok_led_I     ;
  wire w_ber_ok_led_Q     ;
  ber_control #(
    .PRBS_MAX_CYCLES(PRBS_MAX_CYCLES),
    .START_SYN      (START_SYN      ),
    .START_CNT      (START_CNT      ) 
  ) u_ber_control (
    .o_start_synchro          (w_start_sync     ),
    .o_prbs_cmp_curr_addr_done(w_prbs_cmp_done  ),
    .o_start_ber_counter      (w_start_ber_count),
    .i_ctrl                   (i_en_rate1       ), 
    .i_en_rx                  (i_en_rx          ), 
    .i_reset                  (i_reset          ), 
    .clk                      (clk              )
  );
  assign w_prbs_ctrl = i_en_rate1 & (w_start_sync||w_start_ber_count);
  prbs9 #(
    .SEED(PRBS_SEED_I)
  ) u_rx_prbs9_I (
    .o_new_bit(w_prbsI_bit_to_berI),
    .i_ctrl   (w_prbs_ctrl        ),
    .i_en     (i_en_rx            ), 
    .i_reset  (i_reset            ),  
    .clk      (clk                )            
  );
  prbs9 #(
    .SEED(PRBS_SEED_Q)
  ) u_rx_prbs9_Q (
    .o_new_bit(w_prbsQ_bit_to_berQ),
    .i_ctrl   (w_prbs_ctrl        ),
    .i_en     (i_en_rx            ), 
    .i_reset  (i_reset            ),  
    .clk      (clk                )            
  );
  ber_counter #(
    .PRBS_MAX_CYCLES(PRBS_MAX_CYCLES)
  ) u_bit_error_counter_I (
    .o_accum_err(o_accum_err_I),
    .o_accum_tot(o_accum_tot_I),
    .o_sync_done_led          (w_sync_done_I      ),
    .o_ber_ok_led             (w_ber_ok_led_I     ),
    .i_ctrl                   (i_en_rate1         ),
    .i_rx_bit                 (i_rx_bit_I         ),
    .i_new_bit_from_prbs      (w_prbsI_bit_to_berI),
    .i_synchro_en             (w_start_sync       ),
    .i_prbs_cmp_curr_addr_done(w_prbs_cmp_done    ),
    .i_ber_counter_en         (w_start_ber_count  ),
    .i_en_rx                  (i_en_rx            ), 
    .i_reset                  (i_reset            ), 
    .clk                      (clk                )
  );
  ber_counter #(
    .PRBS_MAX_CYCLES(PRBS_MAX_CYCLES)
  ) u_bit_error_counter_Q (
    .o_accum_err(o_accum_err_Q),
    .o_accum_tot(o_accum_tot_Q),
    .o_sync_done_led          (w_sync_done_Q      ),
    .o_ber_ok_led             (w_ber_ok_led_Q     ),
    .i_ctrl                   (i_en_rate1         ),
    .i_rx_bit                 (i_rx_bit_Q         ),
    .i_new_bit_from_prbs      (w_prbsQ_bit_to_berQ),
    .i_synchro_en             (w_start_sync       ),
    .i_prbs_cmp_curr_addr_done(w_prbs_cmp_done    ),
    .i_ber_counter_en         (w_start_ber_count  ),
    .i_en_rx                  (i_en_rx            ), 
    .i_reset                  (i_reset            ), 
    .clk                      (clk                )
  );
  assign o_sync_done_I  = w_sync_done_I ;
  assign o_sync_done_Q  = w_sync_done_Q ;
  assign o_ber_ok_led_I = w_ber_ok_led_I;
  assign o_ber_ok_led_Q = w_ber_ok_led_Q;
endmodule
`timescale 1ns/1ps
module prbs9 #(
    parameter SEED = 9'h1FF 
)
(
    output o_new_bit, 
    input  i_ctrl   ,
    input  i_en     , 
    input  i_reset  , 
    input  clk       
);
  reg [8:0] shiftreg;
  always @(posedge clk) begin
    if (i_reset==1'b1 || i_en==1'b0) begin
        shiftreg <= SEED;
    end
    else begin
        if (i_ctrl==1'b1) begin
            shiftreg <= {shiftreg[7:0], shiftreg[8]^shiftreg[4]};
        end
        else begin
            shiftreg <= shiftreg;
        end
    end
  end
  assign o_new_bit = shiftreg[8];
endmodule
### design/flow/run.sh
#!/bin/bash
# OpenROAD 26Q1-2900-gdf79404cd8, Yosys 0.63+post, stock flow scripts
make -C /OpenROAD-flow-scripts/flow DESIGN_CONFIG=/design/flow/config.mk WORK_HOME=/design/flow/orfs finish
==> results.cfg <==
; implementation run metrics
[final_timing]
period_needed_ps = 30530
hold_viol = 0
rsz0062_at_grt = no
setup_viol = 0
timing.setup.tns_ps = 0
finClkSkew_ps = 32.3
slew_headroom_pct = 41.7
fmax_mhz = 32.8
worst_pin_slew_ps = 871
period_used_pct = 27.5
maxSlewViolCount = 0

[placement]
dp_hpwl_mm = 149
gp_congestion = 0.938
dp_cells = 11700
place_area_sq_um = 88300
io_buffer_count = 265

[power]
leakage_uw = 0.0330
powerDensity_nw_per_um2 = 11.2
vdd_ir_drop_max_mv = 0.0189
total_power_uw = 1050

[yosys]
ys_cells = 9761
ys_sh_mux_pct = 17.6
simple_gate_area_share_pct = 16.8
aoi_share_pct = 12.9
yosysWarnings = 4
yosys_area_sq_um = 84400
logic_family = multiplexers
yosys_most_used_dff = dfxtp_1
postSynthCellCount = 9761
numSynthFlops = 1379
ys_async_sr_fraction_pct = 0
synthAdderAreaFrac_pct = 10.3
top_area_share_pct = 32.7
synth.avg_cell_area_sq_um = 8.64
netlist_area_sq_um = 84400
xor_share_pct = 3.24
synth_area_leader_cell = dfxtp_1
synth-edff-count = 0
ys_seq_share_pct = 32.7
synth_cell_types = 90
topCellsByArea = dfxtp_1 (33%), mux4_2 (16%), nand2_1 (10%)

[critical_path]
required_ps = 88720
cp_slowest_stage_delay_ps = 740
worst-r2r-setup-slack_ps = 103200
regToRegStartpoint = u_bit_error_counter_I.r_lat[0]$_SDFFE_PP0P_
path_depth = 24
reg2reg_depth = 17
cp_cell_sequence = ha_1 -> ha_1 -> fa_1 -> ha_1 -> a211oi_1 -> o211ai_1 -> a41oi_1 -> o21ai_0 -> a211oi_1 -> o21ai_0 -> a32oi_1 -> o21ai_0 -> a31oi_1 -> xnor2_1 -> ha_1 -> a21o_1 -> a21oi_1 -> nor2b_1 -> o21ai_0 -> nand2b_1 -> a21oi_1 -> nor2b_1 -> a2111oi_0 -> clkdlybuf4s50_1
critPathArrivalTime_ps = 8350
slowest_stage = a211oi_1
path_class = reg2out
cp-start-kind = flip-flop
cp-startpoint = u_bit_error_counter_I.r_accum_err[1]$_SDFFE_PP0P_
end_kind = output pin
cp_max_fo = 9
path_delay_family = AND-OR/OR-AND gates
path_buffers = 1

[clock_network]
cts_tree = yes
post-cts-setup-buffers = 0
clock_sinks = 1379
htreeDepth = 4
clock_path_buffers = 3
clock_latency_ps = 810
numCtsBuffers = 157
cts-resized-gates = 0
ctsHoldBuffers = 0
cts_root_buf = clkbuf_16
clk_pin_slew_ps = 60

[min_path]
min_from = u_rx_prbs9_I.shiftreg[5]$_SDFFE_PP1P_
holdPathStages = 2
hold_class = reg2reg

[finish]
drive_gt1_share_pct = 10.7
final_cells = 12000
fillers = 14400
layout_top_cells = nand2_1 (2,354), dfxtp_1 (1,363), a21oi_1 (1,305)
layout.cells.most_common = nand2_1
syn_to_final_growth_pct = 11.0
stdcell_area_sq_um = 93700

[floorplan]
fp-row-count = 150
fp-utilization_pct = 50.4
ioPinCount = 266
fp.dieH_microns = 413
die-area_sq_um = 170000
die-width_microns = 413
placeableCoreArea_sq_um = 167000

[grt]
grt_overflow_total = 0
grt_max_degree = 166
antenna_found_initial = 3
grt_pass1_wl_mm = 358
grt_usage_pct = 27.4
gr-usage-met1_pct = 42.7
first_global_vias = 65300
met3_usage_pct = 7.41
met2_usage_pct = 40.4
busiest_layer = met1

[run]
maxCapViolCount = 0
tool_warnings = 43

[detailed_routing]
detail-route-antenna-nets = 0
drt_pass1_iterations = 8
drtIter0Drc = 4963
avgRoutedWirePerCell_microns = 18.4
via_per_inst = 5.74
vias = 68900
wirelength_mm = 221
drcViolationCount = 0

[outcome]
outcome = finished clean
cell families after synthesis:
logic type | after synthesis
fa+ha+maj | 626
compound gates | 1941
flops | 1379
simple gates | 3398
xor+xnor | 312
buf+inv | 1390
mux | 715
layer usage:
layer | share of wire, % | vias up
li1 | - | 33700
met1 | 45 | 32900
met2 | 45 | 1940
met3 | 7.5 | 298
met4 | 2.2 | 2
met5 | 0.0086 | -
flip-flops by register name (all words and copies together) (netlist names):
signal                             cells
u_rx_prbs9_Q.shiftreg                  9
u_bit_error_counter_I.r_accum_err     64
u_bit_error_counter_Q.r_idx            9
u_bit_error_counter_Q.r_error_min      9
u_bit_error_counter_I.r_error_min      9
u_ber_control.r_counter               20
u_bit_error_counter_Q.r_shifter      511
u_rx_prbs9_I.shiftreg                  9
u_bit_error_counter_Q.r_accum_err     64
u_bit_error_counter_Q.r_lat            9
u_bit_error_counter_I.r_idx            9
u_ber_control.r_prbs_cycles            9
u_bit_error_counter_Q.r_accum_tot     64
u_bit_error_counter_I.r_accum_tot     64
u_bit_error_counter_I.r_shifter      511
u_bit_error_counter_I.r_lat            9
report_power, final:
| group | switching (uW) | leakage [uW] | internal (uW) |
|---|---|---|---|
| Clock | 220 | 0.00265 | 322 |
| Sequential | 0.0657 | 0.0111 | 495 |
| Combinational | 9.05 | 0.0192 | 1.17 |
| Total | 229 | 0.0330 | 818 |
synth_stat cells, types with 7 or more instances:
cell type and number:
buf_4 15, o21ai_0 195, buf_1 36, a211oi_1 48, a221oi_1 12, mux2_2 15
a21o_1 105, xor2_1 72, or3_1 31, a22oi_1 11, or4_1 8, nand2b_1 31
o211ai_1 36, a311oi_1 14, o221ai_1 8, nor2_1 426, xnor2_1 240, a31oi_1 41
o22ai_1 21, mux4_2 611, dfxtp_1 1379, and2_1 14, o21bai_1 18, nand3_1 145
nor3_1 83, and3_1 58, o21a_1 31, a21oi_1 1305, and4_1 17, clkbuf_1 482
o41ai_1 9, inv_1 754, nand2_1 2355, o2111ai_1 7, nor4_1 34, ha_1 512
mux2i_1 87, fa_1 114, buf_2 99, o31ai_1 13, nor2b_1 44, a2111oi_0 13
nand4_1 118
final timing paths:
| kind | to |
|---|---|
| max | o_ber_ok_led_I |
| min | u_rx_prbs9_I.shiftreg[6]$_SDFFE_PP0P_ |
| min reg2reg | u_rx_prbs9_I.shiftreg[6]$_SDFFE_PP0P_ |
| max reg2reg | u_bit_error_counter_I.r_accum_err[38]$_SDFFE_PP0P_ |
per-stage QoR:
step | hold slack, ps | setup slack (ps) | util (%)
floorplan | 432 | 83200 | -
global placement | 445 | 81170 | 52.7
detailed placement | 448 | 81160 | 52.7
CTS | 454 | 80300 | 56.0
global route | 475 | 79620 | 56.0
finish | 455 | 80370 | 56.0
area by class of cell:
type	instances	area [sq um]	share of cell area [%]
diodes	2	5.00	0.00534
clock buffers	227	4630	4.94
clock inverters	57	776	0.828
inverters	755	2830	3.03
multi-input cells	6992	51400	54.9
flip-flops and latches	1379	27700	29.5
well taps	2204	2760	2.94
repair buffers	383	3630	3.87
worst reg2reg max path, delay by kind of cell (launching register included):
| kind | cells | cell delay, ps |
|---|---|---|
| AND-OR/OR-AND | 3 | 930 |
| buffers and inverters | 3 | 1810 |
| XOR/XNOR | 2 | 360 |
| flip-flops | 1 | 690 |
| AND/OR/NAND/NOR | 3 | 1020 |
| adder cells (fa/ha/maj) | 2 | 790 |
| multiplexers | 4 | 1960 |
Power figures rest on the tool's default switching activity, not on a simulated workload.
