==> flow/design.v <==
module reg_file #(
  parameter SIGMA              = 8'sh1C,
  parameter NBT_GPIOS          = 32   ,
  parameter RAM_DEPTH          = 32768,
  parameter NBT_COUNT_BITS_ERR = 64
)(
  output        [ $clog2(RAM_DEPTH)-1:0] o_read_adrs       ,
  output signed [         NBT_GPIOS-1:0] o_regf_to_gpio    ,
  output        [                   2:0] o_data_sel_for_log,
  output                                 o_en_write        ,
  output                                 o_en_read_from_ram,
  output                                 o_rst_soft        ,
  output                                 o_en_rx_soft      ,
  output signed [                  7:0]  o_sigma           ,   
  output        [                  1:0]  o_sel_ch_taps     ,  
  input        [NBT_COUNT_BITS_ERR-1:0] i_accum_err_Q      ,
  input        [NBT_COUNT_BITS_ERR-1:0] i_accum_err_I      ,
  input        [NBT_COUNT_BITS_ERR-1:0] i_accum_bit_Q      ,
  input        [NBT_COUNT_BITS_ERR-1:0] i_accum_bit_I      ,
  input signed [         NBT_GPIOS-1:0] i_data_ram_for_read,
  input        [         NBT_GPIOS-1:0] i_gpio_to_regf     , 
  input                                 i_reset            ,
  input                                 clk                
);
  wire [       NBT_GPIOS-1:0]  w_data_bits_and_errs    ;
  reg                          r_rst_soft              ;
  reg                          r_en_rx_soft            ;  
  reg        [           1:0]  r_sel_ch_taps           ;
  reg signed [           7:0]  r_sigma                 ;
  reg                          r_en_read_bits_and_errs ;
  reg                          r_en_write              ;
  reg                          r_en_read_from_ram      ;
  reg                          r_log_bits_and_errs     ;
  reg [                   2:0] r_data_sel_for_log      ;
  reg [                   2:0] r_mux_read_bits_and_errs;
  reg [ $clog2(RAM_DEPTH)-1:0] r_read_adrs             ;
  reg [NBT_COUNT_BITS_ERR-1:0] r_accum_err_Q           ;
  reg [NBT_COUNT_BITS_ERR-1:0] r_accum_err_I           ;
  reg [NBT_COUNT_BITS_ERR-1:0] r_accum_bit_Q           ;
  reg [NBT_COUNT_BITS_ERR-1:0] r_accum_bit_I           ;
  initial r_sigma       = SIGMA; 
  initial r_sel_ch_taps = 2'b00;
  always @(posedge clk)	begin      
    if(i_reset== 1'b1) begin
        r_rst_soft               <= 1'b1;
        r_en_rx_soft             <= 1'b1;
        r_en_read_bits_and_errs  <= 1'b0;
        r_en_write               <= 1'b0;
        r_en_read_from_ram       <= 1'b0;
        r_log_bits_and_errs      <= 1'b0;
        r_data_sel_for_log       <= {3{1'b0}};
        r_mux_read_bits_and_errs <= {3{1'b0}};
        r_read_adrs              <= {$clog2(RAM_DEPTH){1'b0}};
        r_accum_err_Q            <= {NBT_COUNT_BITS_ERR{1'b0}};
        r_accum_err_I            <= {NBT_COUNT_BITS_ERR{1'b0}};
        r_accum_bit_Q            <= {NBT_COUNT_BITS_ERR{1'b0}};
        r_accum_bit_I            <= {NBT_COUNT_BITS_ERR{1'b0}};   
    end
    else begin   
      if (i_gpio_to_regf[23] == 1'b1)begin
          case (i_gpio_to_regf[31:24])
              8'h01: begin
                  r_rst_soft               <= i_gpio_to_regf[0]       ; 
                  r_en_rx_soft             <= r_en_rx_soft            ;
                  r_sigma                  <= r_sigma                 ;
                  r_en_read_bits_and_errs  <= r_en_read_bits_and_errs ; 
                  r_en_write               <= r_en_write              ; 
                  r_en_read_from_ram       <= r_en_read_from_ram      ; 
                  r_log_bits_and_errs      <= r_log_bits_and_errs     ; 
                  r_data_sel_for_log       <= r_data_sel_for_log      ; 
                  r_mux_read_bits_and_errs <= r_mux_read_bits_and_errs; 
                  r_read_adrs              <= r_read_adrs             ; 
                  r_accum_err_Q            <= r_accum_err_Q           ; 
                  r_accum_err_I            <= r_accum_err_I           ; 
                  r_accum_bit_Q            <= r_accum_bit_Q           ; 
                  r_accum_bit_I            <= r_accum_bit_I           ; 
              end
              8'h02: begin
                  r_en_rx_soft             <= i_gpio_to_regf[0]       ; 
                  r_rst_soft               <= r_rst_soft              ;
                  r_sel_ch_taps            <= r_sel_ch_taps           ;
                  r_sigma                  <= r_sigma                 ;
                  r_en_read_bits_and_errs  <= r_en_read_bits_and_errs ; 
                  r_en_write               <= r_en_write              ; 
                  r_en_read_from_ram       <= r_en_read_from_ram      ; 
                  r_log_bits_and_errs      <= r_log_bits_and_errs     ; 
                  r_data_sel_for_log       <= r_data_sel_for_log      ; 
                  r_mux_read_bits_and_errs <= r_mux_read_bits_and_errs; 
                  r_read_adrs              <= r_read_adrs             ; 
                  r_accum_err_Q            <= r_accum_err_Q           ; 
                  r_accum_err_I            <= r_accum_err_I           ; 
                  r_accum_bit_Q            <= r_accum_bit_Q           ; 
                  r_accum_bit_I            <= r_accum_bit_I           ; 
              end
              8'h03: begin
                  r_sigma                  <= i_gpio_to_regf[7:0]     ;	 
                  r_rst_soft               <= r_rst_soft              ;
                  r_sel_ch_taps            <= r_sel_ch_taps           ;
                  r_en_rx_soft             <= r_en_rx_soft            ;
                  r_en_read_bits_and_errs  <= r_en_read_bits_and_errs ; 
                  r_en_read_from_ram       <= r_en_read_from_ram      ; 
                  r_log_bits_and_errs      <= r_log_bits_and_errs     ; 
                  r_mux_read_bits_and_errs <= r_mux_read_bits_and_errs; 
                  r_read_adrs              <= r_read_adrs             ; 
                  r_accum_err_Q            <= r_accum_err_Q           ; 
                  r_accum_err_I            <= r_accum_err_I           ; 
                  r_accum_bit_Q            <= r_accum_bit_Q           ; 
                  r_accum_bit_I            <= r_accum_bit_I           ; 
              end
              8'h04: begin
                  r_sel_ch_taps            <= i_gpio_to_regf[1:0]     ;
                  r_rst_soft               <= r_rst_soft              ;
                  r_sigma                  <= r_sigma                 ;
                  r_en_rx_soft             <= r_en_rx_soft            ;
                  r_en_read_bits_and_errs  <= r_en_read_bits_and_errs ; 
                  r_en_read_from_ram       <= r_en_read_from_ram      ; 
                  r_log_bits_and_errs      <= r_log_bits_and_errs     ; 
                  r_mux_read_bits_and_errs <= r_mux_read_bits_and_errs; 
                  r_read_adrs              <= r_read_adrs             ; 
                  r_accum_err_Q            <= r_accum_err_Q           ; 
                  r_accum_err_I            <= r_accum_err_I           ; 
                  r_accum_bit_Q            <= r_accum_bit_Q           ; 
                  r_accum_bit_I            <= r_accum_bit_I           ; 
              end
              8'h06: begin
                  r_data_sel_for_log       <= i_gpio_to_regf[2:0]     ;	 
                  r_en_write               <= i_gpio_to_regf[3]       ;	 
                  r_rst_soft               <= r_rst_soft              ;
                  r_sel_ch_taps            <= r_sel_ch_taps           ;
                  r_sigma                  <= r_sigma                 ;
                  r_en_rx_soft             <= r_en_rx_soft            ;
                  r_en_read_bits_and_errs  <= r_en_read_bits_and_errs ; 
                  r_en_read_from_ram       <= r_en_read_from_ram      ; 
                  r_log_bits_and_errs      <= r_log_bits_and_errs     ; 
                  r_mux_read_bits_and_errs <= r_mux_read_bits_and_errs; 
                  r_read_adrs              <= r_read_adrs             ; 
                  r_accum_err_Q            <= r_accum_err_Q           ; 
                  r_accum_err_I            <= r_accum_err_I           ; 
                  r_accum_bit_Q            <= r_accum_bit_Q           ; 
                  r_accum_bit_I            <= r_accum_bit_I           ; 
              end								 
              8'h07: begin  
                  r_en_read_from_ram                 <= i_gpio_to_regf[16]                   ;      
                  r_read_adrs[$clog2(RAM_DEPTH)-1:0] <= i_gpio_to_regf[$clog2(RAM_DEPTH)-1:0]; 
                  r_rst_soft               <= r_rst_soft              ;
                  r_sel_ch_taps            <= r_sel_ch_taps           ;
                  r_sigma                  <= r_sigma                 ;
                  r_en_rx_soft             <= r_en_rx_soft            ;
                  r_en_read_bits_and_errs  <= r_en_read_bits_and_errs ;  
                  r_en_write               <= r_en_write              ;  
                  r_log_bits_and_errs      <= r_log_bits_and_errs     ;  
                  r_data_sel_for_log       <= r_data_sel_for_log      ;  
                  r_mux_read_bits_and_errs <= r_mux_read_bits_and_errs;  
                  r_accum_err_Q            <= r_accum_err_Q           ;  
                  r_accum_err_I            <= r_accum_err_I           ;  
                  r_accum_bit_Q            <= r_accum_bit_Q           ;  
                  r_accum_bit_I            <= r_accum_bit_I           ;  				
              end
              8'h08: begin 
                  r_log_bits_and_errs	   <= i_gpio_to_regf[0]       ;
                  r_rst_soft               <= r_rst_soft              ; 
                  r_sel_ch_taps            <= r_sel_ch_taps           ;
                  r_sigma                  <= r_sigma                 ;
                  r_en_rx_soft             <= r_en_rx_soft            ;
                  r_en_read_bits_and_errs  <= r_en_read_bits_and_errs ;
                  r_en_write               <= r_en_write              ;
                  r_en_read_from_ram       <= r_en_read_from_ram      ;
                  r_data_sel_for_log       <= r_data_sel_for_log      ;
                  r_mux_read_bits_and_errs <= r_mux_read_bits_and_errs;
                  r_read_adrs              <= r_read_adrs             ;
                  r_accum_bit_I            <= r_accum_bit_I           ;
              end
              8'h09: begin
                  r_mux_read_bits_and_errs <= i_gpio_to_regf[2:0];   
                  r_en_read_bits_and_errs  <= i_gpio_to_regf[16] ;
                  r_rst_soft              <= r_rst_soft         ; 
                  r_sel_ch_taps           <= r_sel_ch_taps      ;
                  r_sigma                 <= r_sigma            ;
                  r_en_rx_soft            <= r_en_rx_soft       ;
                  r_en_write              <= r_en_write         ;
                  r_en_read_from_ram      <= r_en_read_from_ram ;
                  r_log_bits_and_errs     <= r_log_bits_and_errs;
                  r_read_adrs             <= r_read_adrs        ;
                  r_accum_err_Q           <= r_accum_err_Q      ;
                  r_accum_err_I           <= r_accum_err_I      ;
                  r_accum_bit_Q           <= r_accum_bit_Q      ;
                  r_accum_bit_I           <= r_accum_bit_I      ;
              end		
              default: begin 
                  r_rst_soft               <= r_rst_soft              ;                        
                  r_sel_ch_taps            <= r_sel_ch_taps           ;
                  r_sigma                  <= r_sigma                 ;
                  r_en_rx_soft             <= r_en_rx_soft            ;
                  r_en_read_bits_and_errs  <= r_en_read_bits_and_errs ; 
                  r_en_write               <= r_en_write              ; 
                  r_en_read_from_ram       <= r_en_read_from_ram      ; 
                  r_log_bits_and_errs      <= r_log_bits_and_errs     ; 
                  r_data_sel_for_log       <= r_data_sel_for_log      ; 
                  r_mux_read_bits_and_errs <= r_mux_read_bits_and_errs; 
                  r_read_adrs              <= r_read_adrs             ; 
                  r_accum_err_Q            <= r_accum_err_Q           ; 
                  r_accum_err_I            <= r_accum_err_I           ; 
                  r_accum_bit_Q            <= r_accum_bit_Q           ; 
                  r_accum_bit_I            <= r_accum_bit_I           ;
              end  
          endcase
          if (i_gpio_to_regf[31:24] == 8'h08 && r_log_bits_and_errs) begin
              r_accum_err_Q  <= i_accum_err_Q;	 
              r_accum_err_I  <= i_accum_err_I;	 
              r_accum_bit_Q  <= i_accum_bit_Q; 	 
              r_accum_bit_I  <= i_accum_bit_I; 	 
          end 
          else begin  
              r_accum_err_Q  <= r_accum_err_Q;
              r_accum_err_I  <= r_accum_err_I;
              r_accum_bit_Q  <= r_accum_bit_Q;
              r_accum_bit_I  <= r_accum_bit_I;
          end    
      end  
    end  
  end  
  assign o_regf_to_gpio	=  (r_en_read_from_ram == 1'b1) ? i_data_ram_for_read
                            :((r_en_read_bits_and_errs == 1'b1)
                            ? w_data_bits_and_errs
                            : 32'b0);  
  assign w_data_bits_and_errs = (r_mux_read_bits_and_errs == 3'b000)
                              ? r_accum_err_I [31:0]
                              :(r_mux_read_bits_and_errs == 3'b001)
                              ? r_accum_err_I [63:32]
                              :(r_mux_read_bits_and_errs == 3'b010)
                              ? r_accum_bit_I [31:0]
                              :(r_mux_read_bits_and_errs == 3'b011)
                              ? r_accum_bit_I [63:32]
                              :(r_mux_read_bits_and_errs == 3'b100)
                              ? r_accum_err_Q [31:0]
                              :(r_mux_read_bits_and_errs == 3'b101)
                              ? r_accum_err_Q [63:32]
                              :(r_mux_read_bits_and_errs == 3'b110)
                              ? r_accum_bit_Q [31:0]
                              : r_accum_bit_Q [63:32]              ;
  assign  o_data_sel_for_log = r_data_sel_for_log; 
  assign  o_en_write         = r_en_write        ; 
  assign  o_en_read_from_ram = r_en_read_from_ram; 
  assign  o_read_adrs        = r_read_adrs       ; 
  assign  o_rst_soft         = r_rst_soft        ;                             
  assign  o_en_rx_soft       = r_en_rx_soft      ; 
  assign  o_sigma            = r_sigma           ;
  assign  o_sel_ch_taps      = r_sel_ch_taps     ; 
endmodule
==> flow/run.sh <==
#!/bin/bash
# OpenROAD 26Q1-2900-gdf79404cd8, Yosys 0.63+post, stock flow scripts
make -C /OpenROAD-flow-scripts/flow DESIGN_CONFIG=/design/flow/config.mk WORK_HOME=/design/flow/orfs finish
==> flow/config.mk <==
export PLATFORM = sky130hd
export DESIGN_NAME = reg_file
export DESIGN_NICKNAME = reg_file
export VERILOG_FILES = /design/flow/design.v
export SDC_FILE = /design/flow/constraint.sdc
export NUM_CORES = 4
export LEC_CHECK = 1
export CORE_UTILIZATION = 50
==> flow/constraint.sdc <==
current_design reg_file

set clk_period 13.9
set clk_io_pct 0.2

create_clock -name clk0 -period $clk_period [get_ports {clk}]

set non_clock_inputs [all_inputs -no_clocks]
set_input_delay [expr $clk_period * $clk_io_pct] -clock clk0 $non_clock_inputs
set_output_delay [expr $clk_period * $clk_io_pct] -clock clk0 [all_outputs]
==> flow_metrics.py <==
# Auto-generated metrics
metrics = {
    "placement": {
        "gp_congestion": 0.9467,
        "dpl_cell_area_mm2": 0.01766,
        "io_buffers": 378,
        "hpwl_um": 26850,
    },
    "layout": {
        "design_area_mm2": 0.01875,
        "regArea_mm2": 0.005973,
        "logic_area_mm2": 0.007226,
        "areaGrowthSynthToFinish_pct": 32.70,
        "final_core_util": 0.6750,
        "drive_gt1_frac": 0.2497,
        "fillers": 2284,
    },
    "die": {
        "initCoreUtil": 0.5087,
        "die_area_mm2": 0.02894,
        "io_pins": 386,
        "coreArea_mm2": 0.02778,
        "die_h_um": 170.1,
        "die_w_um": 170.1,
        "num_rows": 61,
    },
    "sta": {
        "hold_slack_ns": 0.4501,
        "min_period_ns": 6.934,
        "setup_viol": 0,
        "hold_viol": 0,
        "finalSetupTns_ns": 0,
        "rsz0062_at_grt": "false",
        "fin_crit_sh": 0.4988,
        "slew_headroom": 0.4375,
        "fin_skew_ns": 0.007618,
        "slew_violations": 0,
        "tightest_slew_ns": 0.8437,
        "fmax_mhz": 144.2,
    },
    "power_and_ir_drop": {
        "p_leak_nw": 6.000,
        "ir_worst_vdd_mv": 0.07045,
        "report.power.total_mw": 1.827,
        "power_density_mw_per_mm2": 97.42,
    },
    "global_route": {
        "grt_overflow": 0,
        "grt_first_pass_wirelength_um": 61150,
        "grt_max_degree": 120,
        "grt_pass1_vias": 11120,
        "grt_usage": 0.2838,
        "antenna_found_initial": 12,
    },
    "critical_path": {
        "arrival_ns": 4.15,
        "worstPathRequired_ns": 11.12,
        "critPathMaxFanout": 1,
        "critPathLaunchType": "primary input",
        "crit_type": "in -> out",
        "setup.worst_path.end_class": "output pin",
    },
    "synthesis": {
        "ys.flops": 293,
        "top_area_frac": 0.4009,
        "netlist_area_mm2": 0.01413,
        "ys_cells": 1575,
        "yosysWarningCount": 1,
        "yosys.stat.seqShare": 0.4221,
        "synth_top_cell_by_area": "dfxtp_1",
        "ys_area_mm2": 0.01413,
        "yosysUniqueCellTypes": 38,
        "edf_count": 10,
        "ys_top_cells_by_area": "dfxtp_1 40%, a21oi_2 12%, nand2_1 9.0%, nand2_2 8.9%, mux2i_1 8.3%",
        "synth_area_per_cell_um2": 8.973,
        "yosys_most_used_dff": "dfxtp_1",
        "synthArstFlopShare": 0,
        "syn-instance-count": 1575,
    },
    "routing": {
        "route.detailed.drc": 0,
        "finalWirelength_um": 40190,
        "ant_nets": 0,
        "vias_per_cell": 5.227,
        "drtPass1Iterations": 6,
        "avgRoutedWirePerCell_um": 17.60,
        "num_vias": 11940,
        "drt-initial-drc-count": 748,
    },
    "flow_run": {
        "warnings": 42,
        "cap_violations": 0,
    },
    "clocking": {
        "cts_max_level": 2,
        "cts.sinks": 293,
        "clockBufferDepth": 3,
        "cts_buffers": 34,
        "cts_setup_buffers": 0,
        "root_buffer": "clkbuf_16",
        "clock_latency_ns": 0.50,
        "cts_tree": "yes",
        "ctsHoldBuffers": 0,
        "cts_resized": 0,
        "clkTransAtPathRegs_ns": 0.05,
    },
    "hold_path": {
        "hold_path_class": "reg -> reg",
    },
    "run_status": {
        "status": "finished clean",
    },
}
-- cells in the mapped netlist (22+ instances only) --
| master | instances |
|---|---|
| o41ai_1 | 28 |
| mux2i_1 | 117 |
| nand2_2 | 200 |
| a21oi_1 | 64 |
| a2bb2oi_1 | 28 |
| nand2_1 | 340 |
| buf_12 | 22 |
| nor2_1 | 88 |
| a21oi_2 | 200 |
| a22o_1 | 28 |
| clkbuf_1 | 82 |
| dfxtp_1 | 283 |
-- kinds of logic (layout without fill, tap and decap cells) --
kind of cell	count (synthesis)	in the layout	share of synthesized area
AND-OR/OR-AND	366	366	0.2081
buffers and inverters	137	460	0.06711
flip-flops	293	293	0.4221
multiplexers	117	117	0.08287
other	0	8	0
AND/OR/NAND/NOR	662	662	0.2198
-- cells in the final DEF, fill, tap and decap left out, types with 5 or more instances in the layout --
master,count
clkdlybuf4s50_1,377
nand2_1,340
dfxtp_1,279
nand2_2,200
a21oi_2,200
mux2i_1,117
nor2_1,87
a21oi_1,64
clkbuf_16,37
a2bb2oi_1,28
a22o_1,28
o41ai_1,28
buf_4,13
clkbuf_1,12
edfxtp_1,10
diode_2,8
inv_1,6
nor2b_1,6
nand3_1,6
nor3_1,5
-- cell type report --
cell class	instances	area share
Sequential cell	293	0.3185
Clock inverter	7	0.003203
Timing Repair Buffer	395	0.2115
Tap cell	378	0.02522
Inverter	6	0.001201
Clock buffer	52	0.05398
Antenna cell	8	0.001068
Multi-Input combinational cell	1145	0.3853
-- final timing paths --
kind	startpoint	end	slack (ns)	cells after the start
worst max-delay path	i_data_ram_for_read[6]	o_regf_to_gpio[6]	6.97	4
worst min-delay path	r_accum_bit_I[11]	r_accum_bit_I[11]	0.45	2
worst max register to register	r_log_bits_and_errs	r_accum_bit_I[40]	11.24	5
worst min register to register	r_accum_bit_I[11]	r_accum_bit_I[11]	0.45	2
-- where the power goes --
part / internal [mW] / total (mW) / switching [mW]
Clock: 0.519 / 0.856 / 0.336
Sequential: 0.844 / 0.845 / 0.000195
Combinational: 0.0828 / 0.127 / 0.0441
Total: 1.45 / 1.83 / 0.381
-- sequential cells by signal (all words and copies together), names as in the netlist, 2 cells and up --
name and cells:
r_sel_ch_taps 2, r_mux_read_bits_and_errs 3, r_accum_bit_Q 64, r_accum_bit_I 64, r_data_sel_for_log 3, r_accum_err_I 64, r_sigma 8, r_read_adrs 15
r_accum_err_Q 64
-- per-stage QoR --
step / cells / setup WS [ns]
finish: 2284 / 6.966
global route: 2281 / 6.920
global placement: 2217 / 6.991
detailed placement: 2217 / 6.988
CTS: 2276 / 6.988
floorplan: 1575 / 7.964
-- critical path: stages --
cell,delay [ns]
clkdlybuf4s50_1,0.42
a222oi_1,0.38
o31ai_1,0.15
clkdlybuf4s50_1,0.43
-- per-layer routing --
metal | wire, µm | vias to the layer above | GRT usage | part of all wire
li1 | - | 5930 | - | -
met1 | 18310 | 5540 | 0.4411 | 0.46
met2 | 17660 | 396 | 0.4098 | 0.44
met3 | 3072 | 64 | 0.06370 | 0.076
met4 | 1094 | 8 | 0.07756 | 0.027
met5 | 46 | - | 0 | 0.0011
Power figures rest on the tool's default switching activity, not on a simulated workload.
